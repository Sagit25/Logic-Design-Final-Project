==> flow/design.v <==
`timescale 1ns / 1ps
module Register(
    input input_Reset,
	 input input_Clock,
	 input input_Read_Write,
    input [1:0] input_Read_Register1,
    input [1:0] input_Read_Register2,
    input [1:0] input_Write_Register,
    input [7:0] input_Write_Data,
    output [7:0] output_Read_Data1,
    output [7:0] output_Read_Data2,
    output [7:0] output_Output
    );
	 reg [7:0] reg1;
	 reg [7:0] reg2;
	 reg [7:0] reg3;
	 reg [7:0] reg4;
	 reg [7:0] read1;
	 reg [7:0] read2;
	 reg [7:0] out;
	 assign output_Read_Data1 = read1;
	 assign output_Read_Data2 = read2;
	 assign output_Output = out; 
	 always@(posedge input_Reset or posedge input_Clock) begin
			if(input_Reset) begin
					reg1 <= 8'b00000000;
					reg2 <= 8'b00000000;
					reg3 <= 8'b00000000;
					reg4 <= 8'b00000000;
					read1 <= 8'b00000000;
					read2 <= 8'b00000000;
					out <= 8'b00000000;
			end
			else if(!input_Read_Write) begin
					case(input_Read_Register1)
							2'b00	:	read1 <= reg1;
							2'b01 : 	read1 <= reg2;
							2'b10	:	read1 <= reg3;
							2'b11	:	read1 <= reg4;
					endcase
					case(input_Read_Register2)
							2'b00	:	read2 <= reg1;
							2'b01 : 	read2 <= reg2;
							2'b10	:	read2 <= reg3;
							2'b11	:	read2 <= reg4;
					endcase
			end
			else begin
					out <= input_Write_Data;
					case(input_Write_Register)
							2'b00	:	reg1 <= input_Write_Data;
							2'b01	:	reg2 <= input_Write_Data;
							2'b10	:	reg3 <= input_Write_Data;
							2'b11	:	reg4 <= input_Write_Data;
					endcase
			end
	 end
endmodule
==> flow/run.sh <==
#!/bin/bash
# OpenROAD 26Q1-2900-gdf79404cd8, Yosys 0.63+post, stock flow scripts
make -C /OpenROAD-flow-scripts/flow DESIGN_CONFIG=/design/flow/config.mk WORK_HOME=/design/flow/orfs finish
==> flow/config.mk <==
export PLATFORM = sky130hd
export DESIGN_NAME = Register
export DESIGN_NICKNAME = Register
export VERILOG_FILES = /design/flow/design.v
export SDC_FILE = /design/flow/constraint.sdc
export NUM_CORES = 4
export LEC_CHECK = 1
export CORE_UTILIZATION = 30
==> flow/constraint.sdc <==
current_design Register

set clk_period 1.3
set clk_io_pct 0.2

create_clock -name clk0 -period $clk_period [get_ports {input_Clock}]

set non_clock_inputs [all_inputs -no_clocks]
set_input_delay [expr $clk_period * $clk_io_pct] -clock clk0 $non_clock_inputs
set_output_delay [expr $clk_period * $clk_io_pct] -clock clk0 [all_outputs]
==> impl_metrics.ini <==
; synthesis and place-and-route metrics
[synthesis]
synth_flops = 56
ys_cells = 196
ys_seq_share_pct = 54.4
yosys_area_sq_um = 2580
yosysUniqueCellTypes = 15
syn_inst = 196
syn_avg_cell_area_sq_um = 13.2
synthesis.area_sq_um = 2580
yosysWarnings = 1

[placed_design]
port_buffers = 40
post-dp-hpwl_mm = 3.81
place_ws_ps = -558
post_dp_cell_area_sq_um = 3240
dp_cells = 349
globalplace.congestion = 0.764

[run]
cap_violations = 0
warnings = 25

[critical_path]
timing.rr.start = reg1[6]
crit_path_cell_trace = dlygate4sd2_1 > nor3b_4 > buf_4 > mux2_2
end_kind = flop
cp.buffers_inverters = 2
cp.required_ps = 1490
reg2reg_slack_ps = 280
critPathKind = primary input to flop
cp_slowest_stage_delay_ps = 340
worst_r2r_path_depth = 3
timing.rr.end = read1[6]
crit_arrival_ps = 1410
cp_top_family = buffers and inverters
cp_max_fo = 7
cp_slowest_cell = dlygate4sd2_1
start_kind = primary input

[grt]
gr-total-overflow = 0
grt_use_total_pct = 14.3
first_global_vias = 1794
grt_pass1_wl_mm = 9.52
grt_antenna_before_repair = 0
grt_max_degree = 48

[detailed_routing]
wl_per_cell_um = 15.7
drt_iter0_markers = 59
drcViolationCount = 0
via_per_inst = 4.66
dr.pass1.iters = 4
ant_nets = 0
vias = 1690
num_antenna_cells = 0
wl_mm = 5.72

[finish]
area_growth_pct = 33.6
fin_area_sq_um = 3440
nFillCells = 792
final_cell_mix = mux2_2, dfrtp_1, dlygate4sd2_1
drive_gt1_share_pct = 43.4
utilization_pct = 41.7
flop_area_sq_um = 1400
layout_top_cell = mux2_2
logic_area_sq_um = 1080
fin_cells = 363

[power]
p_seq_share_pct = 49.9
p_switching_mw = 1.08
ir_drop_uv = 592
pwr-share-comb_pct = 22.9
p_sw_share_pct = 24.0
clock_power_share_pct = 27.2
cellPowerDensity_nw_per_um2 = 1300
power.leakage_nw = 1.53
power_mw = 4.49
intPower_mw = 3.41

[timing]
max_freq_mhz = 819
layout_min_cycle_time_ps = 1220
hold_viol_final = 0
hold_ws_ps = 330
skew_ps = 3.30
setup_tns_ps = 0
slew_violations = 0
finalSetupViolCount = 0
max-slew-margin-rel_pct = 82.7
grt_setup_unrepaired = no
fin_ws_ps = 78.5
tightest_slew_ps = 259
fin_crit_sh_pct = 94.0

[floorplanning]
die_x_um = 94.7
initial_core_util_pct = 31.2
die_area_sq_um = 8970
num_rows = 33
fp.dieH_um = 94.7
io_pins = 41
core_sq_um = 8260

[clocking]
numCtsBuffers = 5
cts-root-buf = clkbuf_8
clk_latency_ps = 300
hold_buffers = 0
clkSinkCount = 56
clockBufferDepth = 2
htreeDepth = 2
tritoncts = yes
path_clk_slew_ps = 100

[run_status]
outcome = completed

[worst_hold_path]
worstHoldPathType = primary input to async pin
-- power by group through the flow --
stage / Sequential [mW] / Combinational [mW] / Clock, mW
6_report: 2.24 / 1.03 / 1.22
5_1_grt: 2.30 / 1.14 / 1.32
4_1_cts: 2.24 / 1.03 / 1.27
-- worst max path at each step --
stage	from	endpoint	slack, ps	depth (start not counted)
CTS	input_Read_Write	read2[5]	30	5
global route	input_Read_Write	reg1[4]	10	4
finish	input_Read_Write	reg1[4]	80	4
-- synth_stat cells --
cell | number | share of area (%)
o22ai_1 | 16 | 3.9
dfrtp_1 | 56 | 54
inv_1 | 17 | 2.5
nand2b_1 | 2 | 0.49
buf_6 | 1 | 0.44
clkbuf_2 | 2 | 0.39
buf_2 | 5 | 0.97
nor3b_4 | 1 | 0.73
clkbuf_1 | 2 | 0.29
mux2_2 | 72 | 31
or2_2 | 2 | 0.49
nand3b_1 | 2 | 0.58
nand3_1 | 1 | 0.19
buf_1 | 1 | 0.15
a21oi_1 | 16 | 3.1
-- flip-flops by register name, indices dropped and copies added (netlist names) --
signal	count
reg3	8
reg4	8
reg1	8
read2	8
out	8
reg2	8
read1	8
-- per-layer routing --
layer / track usage (%) / wire length [um] / part of all wire [%]
met2: 24.2 / 2840 / 50
met1: 21.2 / 2670 / 47
met3: 1.96 / 189 / 3.3
met4: 1.01 / 23 / 0.40
met5: 0 / 0 / 0
-- layout make-up --
class	instances	share of cell area, %
multi-input combinational	112	31.3
inverter	17	1.96
timing repair buffer	65	18.6
tap	105	3.81
clock inverter	1	0.872
clock buffer	7	2.80
sequential	56	40.7
-- timing repair --
action,CTS,global route
pin swaps,0,0
buffers inserted,4,0
cloned,2,0
gates resized,30,4
setup endpoints to repair,60,3
-- worst min-delay path: stages --
cell and delay, ps:
clkdlybuf4s50_1 440, clkinvlp_4 110, buf_4 170
-- kinds of logic (layout without fill, tap and decap cells) --
kind of cell / Yosys count / after routing / share of synthesized area, %
multiplexers: 72 / 72 / 31.5
buffers and inverters: 28 / 90 / 4.71
flip-flops: 56 / 56 / 54.4
AND/OR/NAND/NOR: 8 / 8 / 2.48
AND-OR/OR-AND: 32 / 32 / 6.99
Power figures rest on the tool's default switching activity, not on a simulated workload.
