==> design/flow/design.v <==
`timescale 1ns / 1ps
module Hexadecimal_7Segment(
    input [7:0] input_signal,
    output [6:0] output_segment1,
    output [6:0] output_segment2
    );
	 reg [6:0] out1;
	 reg [6:0] out2;
	 assign output_segment1 = out1;
	 assign output_segment2 = out2;
	 always @(input_signal) begin
		case(input_signal[7:4])
			4'b0000 : out2 = 7'b1111110;
			4'b0001 : out2 = 7'b0110000;
			4'b0010 : out2 = 7'b1101101;
			4'b0011 : out2 = 7'b1111001;
			4'b0100 : out2 = 7'b0110011;
			4'b0101 : out2 = 7'b1011011;
			4'b0110 : out2 = 7'b1011111;
			4'b0111 : out2 = 7'b1110000;
			4'b1000 : out2 = 7'b1111111;
			4'b1001 : out2 = 7'b1111011;
			4'b1010 : out2 = 7'b1110111;
			4'b1011 : out2 = 7'b0011111;
			4'b1100 : out2 = 7'b1001110;
			4'b1101 : out2 = 7'b0111101;
			4'b1110 : out2 = 7'b1001111;
			4'b1111 : out2 = 7'b1000111;
		endcase
		case(input_signal[3:0]) 
			4'b0000 : out1 = 7'b1111110;
			4'b0001 : out1 = 7'b0110000;
			4'b0010 : out1 = 7'b1101101;
			4'b0011 : out1 = 7'b1111001;
			4'b0100 : out1 = 7'b0110011;
			4'b0101 : out1 = 7'b1011011;
			4'b0110 : out1 = 7'b1011111;
			4'b0111 : out1 = 7'b1110000;
			4'b1000 : out1 = 7'b1111111;
			4'b1001 : out1 = 7'b1111011;
			4'b1010 : out1 = 7'b1110111;
			4'b1011 : out1 = 7'b0011111;
			4'b1100 : out1 = 7'b1001110;
			4'b1101 : out1 = 7'b0111101;
			4'b1110 : out1 = 7'b1001111;
			4'b1111 : out1 = 7'b1000111;
		endcase
	 end
endmodule
==> design/flow/run.sh <==
#!/bin/bash
# OpenROAD 26Q1-2900-gdf79404cd8, Yosys 0.63+post, stock flow scripts
make -C /OpenROAD-flow-scripts/flow DESIGN_CONFIG=/design/flow/config.mk WORK_HOME=/design/flow/orfs finish
==> design/flow/config.mk <==
export PLATFORM = sky130hd
export DESIGN_NAME = Hexadecimal_7Segment
export DESIGN_NICKNAME = Hexadecimal_7Segment
export VERILOG_FILES = /design/flow/design.v
export SDC_FILE = /design/flow/constraint.sdc
export NUM_CORES = 4
export LEC_CHECK = 1
export CORE_AREA = 10 10 70 70
export DIE_AREA = 0 0 80 80
==> design/flow/constraint.sdc <==
current_design Hexadecimal_7Segment

set clk_period 1.2
set clk_io_pct 0.2

create_clock -name clk0 -period $clk_period

set non_clock_inputs [all_inputs -no_clocks]
set_input_delay [expr $clk_period * $clk_io_pct] -clock clk0 $non_clock_inputs
set_output_delay [expr $clk_period * $clk_io_pct] -clock clk0 [all_outputs]
==> results_dict.tcl <==
# implementation run metrics
set metrics [dict create \
    core_area_um2 3420 \
    ios 22 \
    top_area_cell "ha_1" \
    worst-path-max-fanout 4 \
    cap_violations 0 \
    yosys_warnings 1 \
    ir_worst_vdd_mv 0.151 \
    final_max_slew_viol_count 0 \
    swShare 0.424 \
    finalWorstPathRequiredPeriod_ns 1.37 \
    power.total_mw 0.399 \
    failed_checks "negative setup slack" \
    grt_max_degree 9 \
    ff_count 0 \
    required_ns 0.96 \
    ys_seq_share 0 \
    diodes 0 \
    fin_ws_ns -0.171 \
    hold_buffers 0 \
    critPathKind "in -> out" \
    initial_utilization 0.147 \
    routed_wl_mm 1.86 \
    drive_gt1_frac 0.750 \
    p_leak_nw 0.537 \
    worstMarginPinSlew_ns 0.216 \
    aoi_share 0.249 \
    fmax_mhz 729 \
    gp_congestion 0.778 \
    chipArea_um2 6400 \
    fillers 328 \
    setup_viol 14 \
    yosys_cells 68 \
    synth.most_common_cell "ha_1" \
    fin_tns_setup_ns -1.34 \
    syn_inst 68 \
    rsz0062_at_grt "true" \
    yosys.area_share.xor_xnor 0 \
    simple_gate_share 0.174 \
    holdCritPathClass "in -> out" \
    num_vias 669 \
    routedWlPerCell_um 11.5 \
    hold_viol 0 \
    drtPass1Iterations 4 \
    area_growth_syn_to_layout_pct 144 \
    slew_headroom 0.855 \
    logic_family "adder cells" \
    grtUsageTotal 0.0543 \
    mux_share 0.124 \
    grt_pass1_wl_mm 3.08 \
    clockPowerShare 0 \
    intPower_mw 0.230 \
    drtAntennaViolNets 0 \
    seqPwrFrac 0 \
    area.sequential_um2 0 \
    post-place-cells 153 \
    drc 0 \
    top_area_frac 0.348 \
    die_x_um 80 \
    dp_hpwl_mm 1.31 \
    synth_cell_types 15 \
    tool_warnings 46 \
    ys_area_um2 503 \
    critPathArrivalTime_ns 1.13 \
    switchingPower_mw 0.169 \
    endpoint_kind "output pin" \
    die_h_um 80 \
    final_cell_count_no_fill 162 \
    outcome "finished with violations" \
    viasPerCell 4.13 \
    grt_overflow 0 \
    ys_sh_adder 0.348 \
    grt_antenna_before_repair 0 \
    dp_slack_ns -1.10 \
    syn_avg_cell_area_um2 7.40 \
    period_used_share 1.14 \
    drt_iter0_markers 15 \
    synthTopCellsByCount "14 x ha_1, 8 x a21oi_1, 8 x inv_1, 8 x nor2_1" \
    io_buffers 22 \
    grt_pass1_vias 675 \
    post-route-util 0.359 \
    pwr-share-comb 1.000 \
    yosys-top-cells-area "ha_1 35%, a21oi_1 8.0%, mux2i_1 8.0%" \
    rows 21 \
    start_kind "input port" \
    nClkBuffers 0 \
    power_density_nw_per_um2 326 \
    synth_area_um2 503 \
]
[cell families after synthesis]
family                   after synthesis
AND-OR/OR-AND                         20
adder cells (fa/ha/maj)               14
buffers and inverters                 10
multiplexers                           6
AND/OR/NAND/NOR                       18
[power by group through the flow]
stage	sequential (mW)	combinational [mW]	clock (mW)
after CTS	0	0.339	0
after global routing	0	0.435	0
final	0	0.399	0
[cell type report]
| type | count | area, µm² | area share |
|---|---|---|---|
| multi-input cells | 58 | 692 | 0.565 |
| inverters | 8 | 55.1 | 0.0449 |
| well taps | 46 | 57.6 | 0.0470 |
| repair buffers | 50 | 420 | 0.343 |
[timing repair]
item,CTS,global route
buffers inserted,5,4
gates resized,128,30
pin swaps,18,12
setup endpoints to repair,14,14
[worst paths after layout]
check / start / end / slack [ns] / depth (start not counted)
worst max-delay path: input_signal[1] / output_segment1[3] / -0.17 / 7
worst min-delay path: input_signal[7] / output_segment2[6] / 0.88 / 4
[stage by stage]
step           area, µm²  hold WS, ns
6_report            1220        0.881
5_1_grt             1220        0.913
4_1_cts             1090        0.894
2_1_floorplan        503        0.503
3_3_place_gp         901         1.59
3_5_place_dp         901         1.59
[worst max-delay path, stage by stage]
cell and delay (ns):
buf_8 0.09, inv_8 0.04, ha_4 0.16, or2_1 0.22, o211a_1 0.12, a31oi_1 0.15
buf_2 0.12
[metal layers]
layer	part of all wire	track usage	up-vias
li1	-	-	338
met3	0.032	0.00455	0
met5	0	0	-
met1	0.49	0.0778	318
met4	0	0	0
met2	0.48	0.0907	13
[cells in the final DEF (no fill, tap or decap), types with 3 or more instances in the layout]
cell       n
mux2i_1    4
nand2b_4   3
a31oi_1    4
buf_2     12
buf_6     11
clkbuf_2   3
a21oi_1    6
buf_4     19
ha_4      12
nor2_1     6
nor3_2     3
Power figures rest on the tool's default switching activity, not on a simulated workload.
