==> flow/design.v <==
`timescale 1ns / 1ps
module JK_FlipFlop(
    input J,
    input K,
    input clk,
    input reset,
    output Q1,
	 output Q2
    );
	 wire [1:0] sel;
	 reg [1:0] out;
	 assign sel = {J, K};
	 assign {Q1, Q2} = out;
	 always @(posedge clk or posedge reset) 
	 begin
		if (reset) begin
			out = 2'b10;
		end
		else begin
			case(sel)
				2'b00 : out = out;
				2'b01 : out = 2'b01;
				2'b10 : out = 2'b10;
				2'b11 : out = ~out;
			endcase
		end
	 end
endmodule
`timescale 1ns / 1ps
module Program_Counter(
    input input_clk,
    input [7:0] input_Q,
    output [7:0] output_Q,
    input input_reset
    );
	 wire Q0, Q1;
	 reg [7:0] D;
	 assign output_Q = D;
	 JK_FlipFlop T1(1, 1, input_clk, input_reset, output_Q[0], );
	 JK_FlipFlop T2(output_Q[0], output_Q[0], input_clk, input_reset, output_Q[1], );
	 JK_FlipFlop T3(output_Q[0] && output_Q[1], output_Q[0] && output_Q[1], input_clk, input_reset, output_Q[2], );
	 JK_FlipFlop T4(output_Q[0] && output_Q[1] && output_Q[2], output_Q[0] && output_Q[1] && output_Q[2], input_clk, input_reset, output_Q[3], );
	 and T5(Q0, output_Q[0], output_Q[1], output_Q[2], output_Q[3]);
	 JK_FlipFlop T6(Q0, Q0, input_clk, input_reset, output_Q[4], );
	 JK_FlipFlop T7(Q0 && output_Q[4], Q0 && output_Q[4], input_clk, input_reset, output_Q[5], );
	 JK_FlipFlop T8(Q0 && output_Q[4] && output_Q[5], Q0 && output_Q[4] && output_Q[5], input_clk, input_reset, output_Q[6], );
	 and T9(Q1, Q0, output_Q[4], output_Q[5], output_Q[6]);
	 JK_FlipFlop T10(Q1, Q1, input_clk, input_reset, output_Q[7], );
endmodule
==> flow/run.sh <==
#!/bin/bash
# OpenROAD 26Q1-2900-gdf79404cd8, Yosys 0.63+post, stock flow scripts
make -C /OpenROAD-flow-scripts/flow DESIGN_CONFIG=/design/flow/config.mk WORK_HOME=/design/flow/orfs finish
==> flow/config.mk <==
export PLATFORM = sky130hd
export DESIGN_NAME = Program_Counter
export DESIGN_NICKNAME = Program_Counter
export VERILOG_FILES = /design/flow/design.v
export SDC_FILE = /design/flow/constraint.sdc
export NUM_CORES = 4
export LEC_CHECK = 1
export CORE_AREA = 10 10 70 70
export DIE_AREA = 0 0 80 80
==> flow/constraint.sdc <==
current_design Program_Counter

set clk_period 2.4
set clk_io_pct 0.2

create_clock -name clk0 -period $clk_period [get_ports {input_clk}]

set non_clock_inputs [all_inputs -no_clocks]
set_input_delay [expr $clk_period * $clk_io_pct] -clock clk0 $non_clock_inputs
set_output_delay [expr $clk_period * $clk_io_pct] -clock clk0 [all_outputs]
==> flow_summary.ini <==
; synthesis and place-and-route metrics
[power]
cellPowerDensity_mw_per_mm2 = 479
vdd_ir_drop_max_uv = 275
p_leak_nw = 0.210

[timing]
worst_slew_pin_slew_ns = 0.298
slew_headroom = 0.801
final_hold_viol_count = 0
worst_slack_ns = 0.602
min_period_over_period = 0.749
rsz0062_at_grt = false
fin_crit_ns = 1.80
tns_ns = 0
timing.fmax_ghz = 0.556
finalSetupViolations = 0
slew_viol_final = 0
fin_skew_ns = 0.00245

[clock_tree]
cts_tree = yes
insertion_delay_ns = 0.24
htreeDepth = 1
post_cts_buffers = 0
clk_pin_slew_worst_paths_ns = 0.05
cts.path.max_buffers = 2
cts_repair_resize_count = 0
hold_buffers = 0
numCtsBuffers = 3
clock_sinks = 8
cts_root_buf = clkbuf_4

[yosys]
yosys_area_sq_um = 384
netlist_instances = 34
seq_area_frac_synth = 0.547
syn_avg_cell_area_sq_um = 11.3
yosys_cells = 34
simple_gate_share = 0.107
ys_types = 9
ys_ff = 8
yosys_warnings = 3
synthXorXnorAreaFrac = 0.160
netlist_area_sq_um = 384
synthMuxAreaShare = 0
top_logic_kind = buffers and inverters
ys_sh_aoi = 0
adder_share = 0

[drt]
antenna_cells = 0
dr_wl_met3_um = 126
drc = 0
routed-wl-met2_um = 228
top_layer = met3
first_iter_violations = 6
ant_nets = 0
vias = 217
dr.pass1.iters = 2
vias_per_cell = 2.58
wl_per_cell_um = 7.94
drt-met1-wl_um = 313
routed_wl_um = 667

[finish]
fillCellCount = 409
layout-area-overhead-vs-synth_pct = 28.7
postLayoutCoreUtil = 0.145
logic_area_sq_um = 103
drive_gt1_frac = 0.316
regArea_sq_um = 210

[setup_path]
crit_path_end_kind = output pin
reg2reg_slack_ns = 1.21
crit_path_top_delay_cell = dfstp_2
cpLargestDelayFamily = flip-flops
crit_buf_inv = 1
worst_setup_path_start_kind = flop
worst_ep_arrival_time_ns = 1.32
critPathRequiredTime_ns = 1.92
max_stage_delay_ns = 0.59
worstSetupPathType = flop to output pin
cp_cell_sequence = clkdlybuf4s50_1
critPathMaxFanout = 6

[place]
port_buffers = 9
preCtsSetupSlack_ns = 0.860
place_congestion = 0.625
hpwl_um = 545

[outcome]
status = finished clean

[floorplanning]
boundaryPins = 18
die_area_sq_mm = 0.00640
die_h_um = 80
rows = 21
fp_util = 0.112
die_w_um = 80
core_sq_mm = 0.00342

[job]
cap_violations = 0
warning_count = 33

[global_route]
grtUsageTotal = 0.0230
grt_pass1_vias = 233
grt_start_max_net_pins = 9
grt.overflow.total = 0
grt_pass1_wl_mm = 1.12
antenna_found_initial = 0

[hold_path]
hold_path.class = flop to flop
synth_stat cells:
master | instances | area share
xnor2_1 | 3 | 0.068
nand4_2 | 1 | 0.033
buf_4 | 8 | 0.16
nand3_1 | 2 | 0.026
inv_1 | 3 | 0.029
nor2_1 | 3 | 0.029
dfstp_2 | 8 | 0.55
xor2_1 | 4 | 0.091
nand2_1 | 2 | 0.020
logic make-up (layout without fill, tap and decap cells):
logic type / after synthesis / in the layout
XOR/XNOR: 7 / 7
buffers and inverters: 11 / 15
flip-flops: 8 / 8
AND/OR/NAND/NOR: 8 / 8
through the flow:
step	instances	hold slack (ns)	power [mW]	instance area, sq um
after floorplan	34	0.455	0.140	384
after global placement	81	0.465	0.142	472
after detailed placement	81	0.473	0.142	472
after CTS	84	0.485	0.244	494
after global routing	84	0.531	0.251	494
final	84	0.484	0.237	494
final cells by class:
type / count / area share
clock buffers: 3 / 0.0456
inverters: 3 / 0.0228
multi-input cells: 15 / 0.208
flip-flops and latches: 8 / 0.425
well taps: 46 / 0.116
repair buffers: 9 / 0.182
path summary, 6_finish.rpt:
kind,startpoint,endpoint,depth (start not counted)
min reg2reg,T1.out[1]$_DFF_PP1_,T1.out[1]$_DFF_PP1_,1
min,T1.out[1]$_DFF_PP1_,T1.out[1]$_DFF_PP1_,1
max,T1.out[1]$_DFF_PP1_,output_Q[0],1
max reg2reg,T1.out[1]$_DFF_PP1_,T10.out[1]$_DFFE_PP1P_,3
min in group asynchronous,input_reset,T1.out[1]$_DFF_PP1_,2
max in group asynchronous,input_reset,T8.out[1]$_DFFE_PP1P_,2
report_power, final:
part | switching [mW] | internal, mW
clock network | 0.0402 | 0.0568
logic | 0.00263 | 0.00152
registers | 0 | 0.136
cells in the final DEF, fill, tap and decap left out, drive strengths merged:
cell type	count
nor2	3
nand2	2
clkbuf	3
clkdlybuf4s50	9
xnor2	3
xor2	4
dfstp	8
nand4	1
inv	3
nand3	2
metal layers:
metal	GRT usage	up-vias
li1	-	105
met1	0.0297	102
met2	0.0257	10
met3	0.0261	0
met4	0	0
met5	0	-
sequential cells by signal (all words and copies together) (netlist names):
| register | cells |
|---|---|
| T4.out | 1 |
| T2.out | 1 |
| T7.out | 1 |
| T1.out | 1 |
| T10.out | 1 |
| T6.out | 1 |
| T8.out | 1 |
| T3.out | 1 |
Power figures rest on the tool's default switching activity, not on a simulated workload.
